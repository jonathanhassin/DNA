`flow/config.mk`:
```
export PLATFORM = sky130hd
export DESIGN_NAME = handle_prefix
export DESIGN_NICKNAME = handle_prefix
export VERILOG_FILES = /design/flow/design.v
export SDC_FILE = /design/flow/constraint.sdc
export NUM_CORES = 4
export LEC_CHECK = 1
export CORE_UTILIZATION = 30
```
`flow/constraint.sdc`:
```
current_design handle_prefix

set clk_period 1.0
set clk_io_pct 0.2

create_clock -name clk0 -period $clk_period [get_ports {clk}]

set non_clock_inputs [all_inputs -no_clocks]
set_input_delay [expr $clk_period * $clk_io_pct] -clock clk0 $non_clock_inputs
set_output_delay [expr $clk_period * $clk_io_pct] -clock clk0 [all_outputs]
```
`flow/design.v`:
```
module handle_prefix #(
	parameter N=100
)(
	input clk,
	input rst,
    input  [2*N-1:0] word_in,   
	input [6:0] word_in_len,
    output logic reverse_needed,  
    output logic in_prefix,        
	output logic [2*(N-2)-1:0] word_out
);
	logic in_prefix0,reverse_needed0;
	always_ff @(posedge clk or posedge rst) begin
		if (rst) begin 
			reverse_needed=0;
			in_prefix=0;
			word_out=0;
		end
		else begin 
			reverse_needed=reverse_needed0;
			in_prefix=in_prefix0;
			word_out=word_in[2*(N-2)-1:0];
		end
	end
    always_comb begin       
        if (word_in[2*word_in_len-1 -: 4] == 4'b0100) begin  
			reverse_needed0 = 0;
            in_prefix0 = 0;
        end else if (word_in[2*word_in_len-1 -: 2] == 2'b01 || word_in[2*word_in_len-1 -: 2] == 2'b00) begin
            reverse_needed0 = 0;
            in_prefix0 = 1;
        end else if (word_in[2*word_in_len-1 -: 4] == 4'b1011) begin  
            reverse_needed0 = 1;
	        in_prefix0 = 0;
        end else begin
            in_prefix0 = 1;
            reverse_needed0 = 1;
        end
	end
endmodule
```
`flow/run.sh`:
```
#!/bin/bash
# OpenROAD 26Q1-2900-gdf79404cd8, Yosys 0.63+post, stock flow scripts
make -C /OpenROAD-flow-scripts/flow DESIGN_CONFIG=/design/flow/config.mk WORK_HOME=/design/flow/orfs finish
```
==> out/results.tsv <==
metric	value	unit
fin_ws	-1.49	ns
worst_pin_slew	0.642	ns
top_cells_by_count	dfrtp_1, mux4_2, nor2_1	
die_x	184	um
via_per_inst	4.94	
path_clk_slew	0.07	ns
ir_drop	1240	uV
edf_count	0	
fillers	2876	
max_slew_margin	57.2	%
synthTopCellsByArea	dfrtp_1, mux4_2, mux2i_1	
gp_congestion	0.918	
switching_share	28.1	%
fmaxAchievable	0.402	GHz
vias	8806	
p_leak	7.15	nW
met3_wirelength	3340	um
place_inst	1733	
fin_hold_ws	0.139	ns
synth_flops	198	
p_int	15.7	mW
drtIter0Drc	358	
layout-drive-gt1-share	50.2	%
grt_setup_unrepaired	yes	
grt_util_all_layers	24.6	%
finalHoldViolCount	0	
yosys.stat.seqShare	50.0	%
syn_inst	684	
period_used_share	249	%
setup-violations-final	200	
dp_hpwl	31600	um
antenna_found_initial	2	
hp-class	in2async	
cts_buffers	17	
synth_top_cell_by_count	dfrtp_1	
grt_pass1_vias	9426	
core	32500	um^2
wl	39000	um
ant_nets	0	
syn_area	9910	um^2
status	finished with violations	
hold_buffers	0	
p_switching	6.13	mW
tool_warnings	28	
syn_to_final_growth	66.2	%
synth.distinct_cells	76	
top_cell_area_share	50.0	%
post_drt_wl_per_cell	21.9	um
dp_slack	-2.55	ns
seqPwrFrac	39.0	%
fp-utilization	30.4	%
rows	66	
comb_area	4850	um^2
met2_wirelength	18800	um
htree_levels	4	
ys_area	9910	um^2
crit_required	1.33	ns
top_area_cell	dfrtp_1	
overflow	0	
grt_max_degree	58	
cp-start-kind	input port	
clkPwrFrac	31.7	%
fp.dieH	184	um
final_cells	1781	
yosys_warnings	1	
drt-met1-wl	16000	um
maxSlewViolCount	0	
cp.arrival	2.82	ns
seqCellArea	4950	um^2
crit_path_end_kind	register	
dr.max_layer_used	met5	
pwr-share-comb	29.3	%
port_buffers	406	
min_period	2.49	ns
remaining_drc_errors	0	
clkSinkCount	198	
violations	setup timing	
ff_type	dfrtp_1	
die_area	33700	um^2
clk_path_buf_depth	2	
synthArstFlopShare	100	%
first_pass_iters	4	
root_buffer	clkbuf_16	
cap_violations	0	
grt_first_pass_wirelength	58200	um
io_pins	407	
worstPathMaxFanout	7	
ys_cells	684	
critPathKind	in2reg	
synth.avg_cell_area	14.5	um^2
p_per_area	1330	nW/um^2
cts_tree	built	
## power groups by stage
stage	clock, mW	sequential, mW	combinational [mW]
global route	7.50	8.55	6.88
CTS	7.15	8.52	6.45
finish	6.92	8.51	6.40
## timing repair
item | in CTS | in global routing
setup buffers | 13 | 0
pin swaps | 20 | 3
cloned | 2 | 0
resized | 669 | 5
setup endpoints to repair | 200 | 200
## logic make-up (layout without fill, tap and decap cells)
logic type / Yosys count / in the layout / synth area share, %
compound gates: 130 / 130 / 9.55
xor+xnor: 14 / 14 / 1.45
fa+ha+maj: 1 / 1 / 0.126
buf+inv: 61 / 715 / 2.83
flops: 198 / 198 / 50.0
mux: 156 / 156 / 29.7
other cells: 0 / 1 / 0
simple gates: 124 / 124 / 6.28
## state kept, by name, indices dropped and copies added, names as in the netlist
| signal | cells |
|---|---|
| word_out | 196 |
| in_prefix | 1 |
| reverse_needed | 1 |
## placed cells by master (no fill, tap or decap), types with 4 or more instances in the layout
master and count:
mux4_2 109, nand2b_1 7, clkbuf_16 17, o21a_1 4
o21ai_0 15, clkdlybuf4s50_1 203, o211ai_1 9, o221ai_1 4
o21ai_1 4, nor2_1 33, nand3_1 12, buf_6 9
nor3_1 9, mux2_2 16, a211oi_2 4, dfrtp_1 198
inv_6 6, and2_1 6, or3_1 5, xor2_1 4
buf_4 236, a31oi_1 6, a211oi_1 6, a21oi_1 22
buf_12 24, nand2_1 25, mux2i_1 30, a221oi_2 4
xnor2_1 7, buf_2 199
## path summary, 6_finish.rpt
kind                       slack (ns)  cells past startpoint            from       endpoint
max                             -1.49                     12  word_in_len[0]      in_prefix
min                              0.14                      3             rst  word_out[192]
max in group asynchronous        0.52                      4             rst   word_out[63]
min in group clk0                0.22                      1      word_in[0]    word_out[0]
## area by class of cell
cell class / count / area share, %
diodes: 1 / 0.0152
flip-flops and latches: 198 / 30.1
well taps: 442 / 3.36
clock inverters: 14 / 0.981
repair buffers: 676 / 33.3
clock buffers: 18 / 2.61
inverters: 7 / 0.213
multi-input cells: 425 / 29.5
## critical path, stage by stage
cell	delay, ns
buf_12	0.08
inv_6	0.03
ha_4	0.27
or4bb_1	0.52
o21a_1	0.17
o211ai_4	0.26
buf_6	0.19
mux4_2	0.51
o21ai_2	0.15
a211o_1	0.18
a31o_2	0.18
a22oi_1	0.06
## through the flow
stage | total power [mW] | TNS, ns | utilization [%] | area (um^2)
6_report | 21.8 | -27.02 | 50.6 | 16500
3_3_place_gp | 15.2 | -5.45 | 50.7 | 16500
5_1_grt | 22.9 | -36.66 | 50.6 | 16500
4_1_cts | 22.1 | -33.41 | 50.5 | 16400
2_1_floorplan | 11.3 | -352.93 | - | 10000
3_5_place_dp | 15.2 | -5.45 | 50.7 | 16500
## metal layers
layer / track usage, % / vias to the layer above
li1: - / 4002
met1: 35.7 / 4369
met2: 38.5 / 388
met3: 7.41 / 43
met4: 4.40 / 4
met5: 0 / -
Power is estimated from default activity; no workload was simulated.

$ cat ./config.mk
export PLATFORM = sky130hd
export DESIGN_NAME = diff_word
export DESIGN_NICKNAME = diff_word
export VERILOG_FILES = /design/flow/design.v
export SDC_FILE = /design/flow/constraint.sdc
export NUM_CORES = 4
export LEC_CHECK = 1
export CORE_UTILIZATION = 30
$ cat ./constraint.sdc
current_design diff_word

set clk_period 1.0
set clk_io_pct 0.2

create_clock -name clk0 -period $clk_period [get_ports {clk}]

set non_clock_inputs [all_inputs -no_clocks]
set_input_delay [expr $clk_period * $clk_io_pct] -clock clk0 $non_clock_inputs
set_output_delay [expr $clk_period * $clk_io_pct] -clock clk0 [all_outputs]
$ cat ./design.v
module diff_word #(
    parameter N = 100   
)(
	input clk,
	input rst,
    input  [2*N-1:0] word_in,   
    output logic [2*N-1:0] word_out   
);
	logic [2*N-1:0] word_tmp;
    integer i;
	always_ff @(posedge clk or posedge rst) begin
		if (rst) begin 
			word_out=0;
		end
		else begin 
			word_out=word_tmp;
		end
	end
    always_comb begin 
        word_tmp[2*N-1 -: 2] = word_in[2*N-1 -: 2];   
        for (i = N-2; i >=0 ; i -= 1) begin : diff_loop
            word_tmp[2*i +: 2] = mod4_subtract(word_in[2*i +: 2], word_in[2*(i+1) +: 2]);
		end
    end
    function [1:0] mod4_subtract;
        input [1:0] current;
        input [1:0] previous;
        logic [2:0] diff;
        begin
            diff = {1'b0, current} - {1'b0, previous};   
            case (diff)
                3'b001, 3'b101: mod4_subtract = 2'b01;   
                3'b010, 3'b110: mod4_subtract = 2'b10;   
                3'b011, 3'b111: mod4_subtract = 2'b11;   
                default:        mod4_subtract = 2'b00;   
            endcase
        end
    endfunction
endmodule
$ cat ./run.sh
#!/bin/bash
# OpenROAD 26Q1-2900-gdf79404cd8, Yosys 0.63+post, stock flow scripts
make -C /OpenROAD-flow-scripts/flow DESIGN_CONFIG=/design/flow/config.mk WORK_HOME=/design/flow/orfs finish
==> run summary <==
impl run done, here's what came out: status complete, but fails checks, failing checks negative setup slack, placed inst area 14,200 um2, Peak VDD IR 1130 uV, worst setup margin -0.148 ns, Inserted Diodes 0, # Cells Yosys 597, Stages on worst setup path 1, Non-Filler Instances 1,456, Final Hold Fails 0, Unique cell types 4, global-route wire length before repair 33.9 mm, Worst Tran Pin Value 0.191 ns, mapped cell area 9340 um2, cell taking the most area after synthesis dfrtp_1, CP Capture Point word_out[75], Commonest Layout Cell clkdlybuf4s50_1, dpl cells 1,425, critical-path cell with the highest stage delay dfrtp_1, DIE AREA 31,900 um2, Post-synth seq share 0.536, io pins 402, drt first pass iters 4, Tot GR Track Use 0.148, drt total wl 22.7 mm, Routed WL per cell 15.6 um, Core Region 30,600 um2, Clock Path Buffers 2, yosys stat chip area 9340 um2, Final Power 0.0203 W, Top cell area share 0.536, synth warn 1, most instantiated logic cells after routing clkdlybuf4s50_1 (201), buf_2 (200), dfrtp_1 (200), inv_1 (198), CP max stage delay 0.39 ns, post-DP HPWL 18.7 mm, Hold Path Class input port to async pin, TritonCTS Buffers 17, IO buf count 401, via count 5,562, H-tree Lvls 4, Die W 178 um, tool warning count 28, largest net degree at the start of global routing 27, layout cells sized above 1 0.246, clk sinks 200, CP Capture Type output port, Mean Syn Cell Area 15.7 um2, Crit path max-delay family flip-flops, LEAKAGE 7.68 nW, drt via density 3.82, pwr/cell area 1470 nW/um2, max reg flops 200, Rel. slew slack 0.873, initial antenna violation count 0, fin. max-slew vios 0, DRT antenna net count 0, final setup vio count 200, top cells, area dfrtp_1 (54%), xor3_1 (25%), ha_1 (13%), inv_1 (8.0%), row cnt 64, gr ovfl total 0, CTS root buf clkbuf_16, ys flops 200, RePlAce Congestion 0.842, number of remaining DRC errors 0, minimum clock period 1.15 ns, Gate Count Post-Synth 597, Critical Path Start word_out[75], CTS tree yes, Setup CP Type flip-flop to output port, final critical-path share of the clock period 1.15, RSZ-0062 raised after global routing true, Worst-path clk slew 0.07 ns, WP buf/inv 1, vias in the first global route 6,044, highest clock rate 871 MHz, crit-path max FO 1, max cap viols 0, fp util 0.305, # hold bufs at CTS 0, Critical Path Start Type flip-flop, Area Growth Syn to Fin 47.6%, Die Ht 178 um, Iter 0 DRT Violations 110, critical-path cell list buf_2, fin area 13,800 um2, CP required 0.80 ns, Critical Path AT 0.95 ns
[worst min path at each step]
stage                     endpoint  slack (ns)  cells after the start
final                 word_out[69]        0.15                      3
after global routing  word_out[69]        0.13                      3
after CTS             word_out[69]        0.12                      3
[layout make-up]
cell class              count  area, um2
repair buffers            432       3370
clock buffers              21        460
multi-input cells         198       3590
clock inverters            10        120
fillers                  2806      16800
inverters                 199        751
well taps                 396        495
flip-flops and latches    200       5000
[report_power, final]
part / switching, W / internal (W)
Combinational: 0.00128 / 0.00269
Clock: 0.00316 / 0.00383
Sequential: 0.000226 / 0.00909
Total: 0.00466 / 0.0156
[through the flow]
| step | worst slack, ns | util | hold WS [ns] | setup TNS [ns] |
|---|---|---|---|---|
| finish | -0.148 | 0.451 | 0.149 | -20.43 |
| global route | -0.208 | 0.451 | 0.133 | -29.99 |
| CTS | -0.198 | 0.451 | 0.124 | -26.89 |
| detailed placement | -0.406 | 0.465 | 0.603 | -42.95 |
| global placement | -0.385 | 0.465 | 0.601 | -41.88 |
| floorplan | -1.79 | - | 0.231 | -357.67 |
[routing by layer]
layer	routed length [um]	share of wire	vias to the layer above	GRT usage
met5	0	0	-	0
met4	356	0.016	0	0.0208
met3	1730	0.076	13	0.0391
met2	11500	0.51	186	0.246
met1	9110	0.40	2642	0.206
li1	-	-	2721	-
[cells in the mapped netlist, drive strengths merged]
cell type  instances
xor3              99
dfrtp            200
inv              199
ha                99
[cells by family after synthesis]
kind of cell,synth area share
xor gates and xnor gates,0.252
DFF,0.536
buffers and inverters,0.0799
adders and majority gates,0.133
[timing repair]
item	4_1_cts	5_1_grt
setup buffers	0	0
gates resized	665	0
setup endpoints to repair	200	200
hold endpoints to repair	0	0
Power and IR drop assume default switching activity.

<file path="./config.mk">
export PLATFORM = sky130hd
export DESIGN_NAME = remove_y
export DESIGN_NICKNAME = remove_y
export VERILOG_FILES = /design/flow/design.v
export SDC_FILE = /design/flow/constraint.sdc
export NUM_CORES = 4
export LEC_CHECK = 1
export CORE_AREA = 10 10 202 202
export DIE_AREA = 0 0 212 212
</file>
<file path="./constraint.sdc">
current_design remove_y

set clk_period 1.0
set clk_io_pct 0.2

create_clock -name clk0 -period $clk_period [get_ports {clk}]

set non_clock_inputs [all_inputs -no_clocks]
set_input_delay [expr $clk_period * $clk_io_pct] -clock clk0 $non_clock_inputs
set_output_delay [expr $clk_period * $clk_io_pct] -clock clk0 [all_outputs]
</file>
<file path="./design.v">
module remove_y #(
	parameter N = 98,  
	parameter M = N-13  
)(
	input clk,
	input rst,
	input  [2*N-1:0] word_in,   
	input [6:0] word_in_len,
	output logic [2*M-1:0] word_out   
);   
	logic [2*M-1:0] word; 
	integer i;
	always_ff @(posedge clk or posedge rst) begin
		if (rst) word_out=0;
		else word_out=word; 	
	end
	always_comb begin
		word[169:108]=word_in[191:130];
		word[107:18]=word_in[123:34];		
		word[17:0]=word_in[27:10];
	end
endmodule
</file>
<file path="./run.sh">
#!/bin/bash
# OpenROAD 26Q1-2900-gdf79404cd8, Yosys 0.63+post, stock flow scripts
make -C /OpenROAD-flow-scripts/flow DESIGN_CONFIG=/design/flow/config.mk WORK_HOME=/design/flow/orfs finish
</file>
==> flow_summary.ini <==
; synthesis and place-and-route metrics
[run_status]
status = finished, violations left
violations = negative setup slack

[place]
finalWeightedCongestion = 0.7514
place_hpwl_um = 11720
portBuffers = 341

[critical_path]
crit_start = word_out[85]
crit_type = flip-flop to output pin
slowest_delay_ns = 0.37
cp_slowest_cell = dfrtp_1
crit_family = flip-flops
critPathCaptureType = output pin
cp_max_fo = 1
crit_required_ns = 0.80
crit_chain = buf_2
startpoint_type = flip-flop
cp.arrival_ns = 0.93
crit_buf_inv = 1

[global_routing]
grtUsageMet3 = 0.04366
overflow = 0
gr-usage-met2 = 0.09542
antenna_found_initial = 0
grt_pass1_vias = 3235
grt_pass1_wl_um = 20920
grt_use_total = 0.06183
top_usage_layer = met2
use_met1 = 0.06983
grt_max_degree = 21

[clocking]
cts-buffers-inserted = 17
post-cts-setup-buffers = 0
cts-resized-gates = 538
cts-root-buf = clkbuf_16
clkTransAtPathRegs_ns = 0.07
cts_tree = yes
h-tree-depth = 4
hold_buffers = 0
cts_sinks = 170
cts.path.max_buffers = 2

[route]
num_vias = 2936
wire_per_inst_um = 14.04
diodes = 0
drc = 0
routed_wl_um = 14490
initialDrtViolationCount = 77
drt.antenna.violating_nets = 0
drtPass1Iterations = 3
post_drt_via_cell_ratio = 2.845

[layout]
logic_gate_count = 0
largest_reg_flops = 170
logic_area_um2 = 0
drive_gt1_frac = 0.3936
utilization = 0.2245
area_growth_pct = 92.59

[yosys]
xor_share = 0
synth_area_leader_cell = dfrtp_1
enable_flop_cells = 0
yosys_cells = 171
ys_chip_area_um2 = 4258
flop_cell = dfrtp_1
synthAoiAreaFrac = 0
adder_share = 0
yosysMostFrequentCell = dfrtp_1
netlist_logic_family_top = buffers and inverters
yosys_warnings = 1
synth.top_cells.by_count = dfrtp_1 (170), inv_1 (1)
ys_sh_simple = 0
ys_seq_frac = 0.9991
top_cell_area_share = 0.9991
numSynthFlops = 170
syn_area_um2 = 4258
ys_types = 2
netlist_instances = 171
post_synth_mux_area_share = 0
postSynth.asyncResetShare = 1.000
synthTopCellsByArea = dfrtp_1 (100%), inv_1 (0.088%)
avgSynthCellArea_um2 = 24.90

[timing]
max_slew_margin = 0.8426
final-setup-viol-count = 170
setup_ws_ns = -0.1253
clock.fmax_ghz = 0.8887
min_period_ns = 1.125
finalMaxSlewViolations = 0
tightest_slew_ns = 0.2353
finalSetupTns_ns = -16.82
final_hold_viol_count = 0
period_used_share = 1.125
grt_setup_unrepaired = true

[power]
p_sw_mw = 3.331
power.share.clock = 0.430
p_leak_nw = 3.716
pwr_density_cell_nw_per_um2 = 1818
swShare = 0.2234
vdd_drop_max_v = 0.001128
p_seq_frac = 0.489
comb_power_share = 0.081
p_int_mw = 11.58

[die]
io-pin-count = 375
dieWidth_um = 212
chip_area_um2 = 44940
coreArea_um2 = 36520
floorplan.core_util = 0.1166
num_rows = 70
die_y_um = 212

[flow_run]
tool_warnings = 61
maxCapViolCount = 0

[hold_path]
min_path_type = input pin to asynchronous set/reset pin
[kinds of logic after synthesis]
| logic type | count (synthesis) |
|---|---|
| flops | 170 |
| buf+inv | 1 |
[metal layers]
metal	vias to the layer above	wire [um]	part of all wire
met5	-	0	0
met4	0	236	0.016
met3	14	2297	0.16
met2	197	6722	0.46
met1	1436	5230	0.36
li1	1289	-	-
[through the flow]
step / setup WS, ns / power [mW] / instance area (um2) / cells / hold WS [ns]
after detailed placement: -0.03748 / 9.027 / 8486 / 1000 / 0.6067
after CTS: -0.1740 / 15.30 / 8200 / 1032 / 0.1222
after floorplan: -1.369 / 7.448 / 4262 / 171 / 0.2314
after global placement: -0.02798 / 9.016 / 8486 / 1000 / 0.6380
after global routing: -0.1956 / 15.67 / 8200 / 1032 / 0.1297
final: -0.1253 / 14.91 / 8200 / 1032 / 0.1623
[placed cells by master, fill, tap and decap left out]
| cell | synthesis | final |
|---|---|---|
| inv_6 | 0 | 5 |
| inv_8 | 0 | 1 |
| buf_2 | 0 | 170 |
| clkbuf_1 | 0 | 1 |
| clkdlybuf4s50_1 | 0 | 171 |
| clkinvlp_4 | 0 | 3 |
| clkinv_2 | 0 | 2 |
| clkinv_4 | 0 | 3 |
| dfrtp_1 | 170 | 170 |
| bufinv_16 | 0 | 1 |
| buf_12 | 0 | 6 |
| buf_4 | 0 | 14 |
| clkbuf_16 | 0 | 17 |
[power groups by stage]
stage         clock (mW)  sequential, mW  combinational [mW]
CTS                 6.76            7.29                1.25
global route        7.02            7.32                1.33
finish              6.42            7.29                1.20
[worst paths after layout]
path                                  to  slack (ns)  depth (start not counted)
min                         word_out[17]        0.16                          3
max                         word_out[85]       -0.13                          1
max in group asynchronous   word_out[99]        0.53                          4
min in group clk0          word_out[117]        0.20                          1
[cell type report]
cell class	count	area (um2)
clock buffer	18	429.2
clock inverter	14	136.4
fill	3875	28320
inverter	1	7.507
sequential	170	4254
tap	468	585.6
timing repair buffer	361	2788
No activity file was given, so power comes from the tool's default toggle rates.
